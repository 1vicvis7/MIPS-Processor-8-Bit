<file path="/design/flow/config.mk">
export PLATFORM = sky130hd
export DESIGN_NAME = mipsdemo
export DESIGN_NICKNAME = mipsdemo
export VERILOG_FILES = /design/flow/design.v
export SDC_FILE = /design/flow/constraint.sdc
export NUM_CORES = 4
export LEC_CHECK = 1
export CORE_UTILIZATION = 40
</file>
<file path="/design/flow/constraint.sdc">
current_design mipsdemo

set clk_period 4.0
set clk_io_pct 0.2

create_clock -name clk0 -period $clk_period [get_ports {clk}]

set non_clock_inputs [all_inputs -no_clocks]
set_input_delay [expr $clk_period * $clk_io_pct] -clock clk0 $non_clock_inputs
set_output_delay [expr $clk_period * $clk_io_pct] -clock clk0 [all_outputs]
</file>
<file path="/design/flow/design.v">
module alu(clk,c,d,alu_control,acc,status);      
      input clk;
		input [7:0]     c;           
      input [7:0]     d;           
      input [3:0]     alu_control;      
      output reg [7:0] acc;                 
      output status; 
always @(posedge clk)  
 begin   
      case(alu_control)  
      4'b0000: acc = d + c;  
      4'b0001: acc = d - c;  
      4'b0010: acc = d & c;  
      4'b0011: acc = ~(d | c);  
      4'b1100: acc = (d << c);  
		4'b1101: acc = (d >> c);  
		4'b1011: begin 
						if (d<c) acc = 8'b1;  
                  else acc = 8'b0;  
               end   
		4'b1010: acc = (d!=c);  
      default:acc = d + c;  
      endcase  
 end  
assign status = (acc==8'b0) ? 1'b1: 1'b0;  
endmodule
module control_unit(
input clk,
input [7:0]instruction,  
input reset,
output reg [3:0]alu_control,
output reg [1:0]reg_addr1,
output reg [1:0]reg_addr2,  
output reg jump,branch,mem_ren_wen,
output reg rf_ren_wen);                      
wire [3:0] opc_fn = instruction[7:4];
always @(posedge clk | reset)  
 begin  
   alu_control = opc_fn;
      if(reset == 1'b1) begin  
                alu_control = 4'b0000;
                jump = 1'b0;  
                branch = 1'b0;  
                mem_ren_wen= 1'b0;
					 rf_ren_wen = 1'b1;	
					reg_addr1 = instruction[3:2];
					reg_addr2 = instruction[1:0];	
      end  
      else begin  
      case(opc_fn)   
      4'b0000: begin  
                alu_control = 4'b0000;
                jump = 1'b0;  
                branch = 1'b0;  
                mem_ren_wen= 1'b0;
					 rf_ren_wen = 1'b0;	
                reg_addr1 = instruction[3:2];
					 reg_addr2 = instruction[1:0];
                end  
      4'b0001: begin  
                 alu_control = 4'b0001;
                jump = 1'b0;  
                branch = 1'b0;  
                mem_ren_wen= 1'b0;
					 rf_ren_wen = 1'b0;	
					reg_addr1 = instruction[3:2];
					reg_addr2 = instruction[1:0];
                end  
      4'b0010: begin  
              alu_control = 4'b0010;
                jump = 1'b0;  
                branch = 1'b0;  
                mem_ren_wen= 1'b0;
					 rf_ren_wen = 1'b0;	
                reg_addr1 = instruction[3:2];
					 reg_addr2 = instruction[1:0];
                end  
      4'b0011: begin  
               alu_control = 4'b0011;
                jump = 1'b0;  
                branch = 1'b0;  
                mem_ren_wen= 1'b0;
					 rf_ren_wen = 1'b0;	
					reg_addr1 = instruction[3:2];
					reg_addr2 = instruction[1:0];  
                end 
		4'b0100: begin  
                alu_control = 4'b0100;
                jump = 1'b0;  
                branch = 1'b0;  
                mem_ren_wen= 1'b1;
					 rf_ren_wen = 1'b1;	
					reg_addr1 = instruction[3:2];
					reg_addr2 = instruction[1:0];  
                end 
		4'b0101: begin  
                 alu_control = 4'b0101;
                jump = 1'b0;  
                branch = 1'b0;  
                mem_ren_wen= 1'b1;
					 rf_ren_wen = 1'b0;	
					reg_addr1 = instruction[3:2];
					reg_addr2 = instruction[1:0]; 
                end 
		4'b1000: begin  
                 alu_control = 4'b0000;
                jump = 1'b0;  
                branch = 1'b0;  
                mem_ren_wen= 1'b0;
					 rf_ren_wen = 1'b0;	
					reg_addr2 = instruction[1:0];
                end  
      4'b1001: begin  
                 alu_control = 4'b0000;
                jump = 1'b0;  
                branch = 1'b0;  
                mem_ren_wen= 1'b0;
					 rf_ren_wen = 1'b0;	
					reg_addr2 = instruction[1:0];
                end 
      4'b1010: begin  
                alu_control = 4'b0001;
                jump = 1'b0;  
                branch = 1'b1;  
                mem_ren_wen= 1'b0;
					 rf_ren_wen = 1'b0;	
					 reg_addr2 = instruction[1:0];  
                end  
      4'b1011: begin  
                 alu_control = 4'b1011;
                jump = 1'b0;  
                branch = 1'b1;  
                mem_ren_wen= 1'b0;
					 rf_ren_wen = 1'b0;	
					reg_addr2 = instruction[1:0]; 
                end  
      4'b1100: begin  
                 alu_control = 4'b1100;
                jump = 1'b0;  
                branch = 1'b0;  
                mem_ren_wen= 1'b0;
					 rf_ren_wen = 1'b0;	
					reg_addr1 = instruction[3:2];
					reg_addr2 = instruction[1:0]; 
                end  
      4'b1101: begin  
                 alu_control = 4'b1101;
                jump = 1'b0;  
                branch = 1'b0;  
                mem_ren_wen= 1'b0;
					 rf_ren_wen = 1'b0;	
					reg_addr1 = instruction[3:2];
					reg_addr2 = instruction[1:0]; 
                end  
		4'b1110: begin  
                alu_control = 4'b1110;
                jump = 1'b1;  
                branch = 1'b0;  
                mem_ren_wen= 1'b0;
					 rf_ren_wen = 1'b0;	
					reg_addr2 = instruction[1:0];
                end  
		4'b1111: begin  
                  alu_control = 4'b1111;
                jump = 1'b1;  
                branch = 1'b0;  
                mem_ren_wen= 1'b0;
					 rf_ren_wen = 1'b0;	
					reg_addr2 = instruction[1:0];
                end  			 
		default: begin  
               alu_control = 4'b0000;  
                jump = 1'b0;  
                branch = 1'b0;  
                mem_ren_wen= 1'b0;
					 rf_ren_wen = 1'b0;	
                end  
      endcase  
      end
 end  
 endmodule  
module data_memory(clk,read_addr,write_addr,acc,mem_ren_wen,mem_output);  
input     clk; 
input     [7:0]  read_addr,write_addr;    
input     [7:0]acc;
input     mem_ren_wen;                   
output    [7:0] mem_output; 
integer i=0;  
reg [7:0] data_mem [255:0];  
initial begin                             
	  for(i=0;i<256;i=i+1)  
			 data_mem[i] <= 8'b0;  
end  
      always @(posedge clk) begin  
           if (mem_ren_wen)               
                data_mem[write_addr] <= acc;  
      end  
assign mem_output = (mem_ren_wen==1'b0) ? data_mem[read_addr]: 8'b0; 
 endmodule
module instr_mem(clk,pc,instruction);            
input clk;  
input  [7:0]pc;  
output reg  [7:0]instruction;  
wire   [3 : 0] rom_addr = pc[3 : 0];  
      reg [7:0] rom[15:0];
initial 
begin
                rom[0] = 8'b00000001;  
                rom[1] = 8'b00101110;   
				    rom[2] = 8'b00111110;   
                rom[3] = 8'b00101110;   
				    rom[4] = 8'b00010001;  
                rom[5] = 8'b00101001;
					 rom[6] = 8'b00100001;
				    rom[7] = 8'b00000101;           
					 rom[8] = 8'b00000000;
					 rom[9] = 8'b00000000;
					 rom[10] = 8'b00000000;
					 rom[11] = 8'b00000000;
					 rom[12] = 8'b00000000;
					 rom[13] = 8'b00000000;
					 rom[14] = 8'b00000000;
					 rom[15] = 8'b00000000;			
end
always @(posedge clk)  
 begin   
      case(rom_addr)  
      4'b0000: instruction = rom[0];
      4'b0001: instruction = rom[1];
		4'b0010: instruction = rom[2];
		4'b0011: instruction = rom[3];
		4'b0100: instruction = rom[4];
		4'b0101: instruction = rom[5];
		4'b0110: instruction = rom[6];
		4'b0111: instruction = rom[7];
      default:instruction = 8'b00000000; 
      endcase  
end    
endmodule   
module mipsdemo(input [7:0]pc,input clk,input reset, output [7:0]acc, output [7:0]mem_output, 
output [7:0]rf_data1,rf_data2 
);
wire [7:0]instruction;
wire [3:0]aluc;
wire [1:0]reg_addr1,reg_addr2;
wire jump,branch,mem_ren_wen,rf_ren_wen;
instr_mem IM(clk,pc,instruction);
control_unit CU(clk,instruction,reset,aluc,reg_addr1,reg_addr2,jump,branch,mem_ren_wen,rf_ren_wen);
register_file RF(clk,reset,rf_ren_wen,acc ,reg_addr1,reg_addr2, reg_addr2,rf_data1,rf_data2);
alu ALU(.clk(clk),.c(rf_data1),.d(rf_data2),.alu_control(aluc),.acc(acc));
data_memory  DM(clk,rf_data1,rf_data1,acc,mem_ren_wen,mem_output);
endmodule
module register_file(clk,reset,rf_ren_wen,acc ,rf_readaddr1,rf_readaddr2, rf_writeaddr,rf_data1,rf_data2); 
input	clk;  
input reset;  
input rf_ren_wen;  							 
input [1:0]rf_writeaddr, rf_readaddr1,rf_readaddr2;  
input [7:0]acc;
output reg [7:0]rf_data1, rf_data2;
reg [7:0]reg_array [3:0]; 
always @ (posedge clk or posedge reset ) 
	begin  
		  if(reset) 
			  begin  
					 reg_array[0] <= 8'b0000_0001;   
					 reg_array[1] <= 8'b0000_0010;   
					 reg_array[2] <= 8'b0000_0011;   
					 reg_array[3] <= 8'b0000_0101;   
			  end  
		  else 
			  begin  
					 if(rf_ren_wen) 
					 begin  
							reg_array[rf_writeaddr] <= acc;  
					 end
					 else
						begin   
							rf_data1 = ( rf_readaddr1 == 0)? 8'b0 : reg_array[rf_readaddr1];  
							rf_data2 = ( rf_readaddr2 == 0)? 8'b0 : reg_array[rf_readaddr2];  
						end	
			  end	  
 end 
endmodule
</file>
<file path="/design/flow/run.sh">
#!/bin/bash
# OpenROAD 26Q1-2900-gdf79404cd8, Yosys 0.63+post, stock flow scripts
make -C /OpenROAD-flow-scripts/flow DESIGN_CONFIG=/design/flow/config.mk WORK_HOME=/design/flow/orfs finish
</file>
==> results.py <==
# Generated from Yosys and OpenROAD reports
metrics = {
    "synth": {
        "syn_area_um2": 3012,
        "postSynthSeqShare": 0.5206,
        "ys.flops": 62,
        "edf_count": 20,
        "ys_cells": 250,
        "synth.distinct_cells": 37,
        "ys_chip_area_um2": 3012,
        "ys_warn_count": 6,
        "async_flop_share": 0.3871,
        "yosysTopAreaCell": "edfxtp_1",
        "syn_area_per_cell_um2": 12.05,
        "topCellsByArea": "edfxtp_1 (20%), dfrtp_1 (16%), mux2_2 (15%)",
        "netlist_instances": 250,
        "synth-main-ff-cell": "edfxtp_1",
        "top_cell_area_share": 0.1994,
    },
    "final_timing": {
        "hold_viol": 0,
        "setup_viol": 0,
        "layout_setup_ws_ps": 858.4,
        "maxSlewViolCount": 0,
        "skew_ps": 14.44,
        "maxSlewHeadroom": 0.5550,
        "rsz0062_at_grt": "no",
        "worst_pin_slew_ps": 666.1,
        "setup_tns_ps": 0,
    },
    "placement": {
        "gp_congestion": 0.8408,
        "io_buffers": 29,
        "dpl-instance-area_um2": 3379,
        "dpl.hpwl_um": 4074,
        "place_ws_ps": 646.9,
    },
    "clocking": {
        "cts_resized": 0,
        "postCtsHoldBufs": 0,
        "cts_tree": "done",
        "clk_pin_slew_ps": 90,
        "worstSkewPairLatency_ps": 530,
        "postCtsSetupRepairBufs": 0,
    },
    "pwr": {
        "p_leak_nw": 1.457,
        "p_per_area_nw_per_um2": 560.9,
        "total_power_mw": 2.013,
        "peakVddDrop_mv": 0.1978,
    },
    "setup_path": {
        "cpLargestDelayFamily": "buffers and inverters",
        "path_max_fanout": 6,
        "cp-start-kind": "primary input",
        "slowest_stage": "clkdlybuf4s50_1",
        "required_ps": 2220,
        "arrival_ps": 1370,
        "criticalPathCategory": "in -> gate",
        "path_depth": 1,
        "crit_chain": "clkdlybuf4s50_1",
        "crit_buf_inv": 1,
        "slowest_delay_ps": 560,
        "worstSetupEndpointType": "clock gate",
        "worstRegToRegCells": 10,
    },
    "floorplanning": {
        "coreArea_um2": 7253,
        "die_w_um": 88.77,
        "die_height_um": 88.77,
        "fp-utilization": 0.4152,
        "rows": 31,
        "dieArea_um2": 7880,
        "io_pins": 42,
    },
    "detailed_routing": {
        "wl_per_cell_um": 14.33,
        "vias": 1902,
        "drtPass1Iterations": 4,
        "detail-route-antenna-nets": 0,
        "drc": 0,
        "drtIter0Drc": 86,
        "n_antenna_cell": 0,
        "finalWirelength_um": 5575,
        "via_per_inst": 4.889,
    },
    "global_route": {
        "grt_max_degree": 26,
        "grt_pass1_wl_um": 8970,
        "grt_pass1_vias": 1907,
        "antenna_found_initial": 0,
        "overflow": 0,
        "grt_usage": 0.1581,
    },
    "job": {
        "drv_cap": 0,
        "tool_warnings": 31,
    },
    "status": {
        "outcome": "finished, final reports clean",
    },
    "layout": {
        "area_delta_synth_final_pct": 19.15,
        "utilization": 0.4947,
        "fin_area_um2": 3588,
        "drive_gt1_frac": 0.2241,
    },
    "hold_path": {
        "hp-class": "reg -> reg",
        "hold_depth": 0,
    },
}
## path summary, 6_finish.rpt
check                                                  start                              to  slack [ps]
max in group clk0               RF.rf_data1[0]$_SDFFCE_PN0P_              ALU.acc[6]$_DFF_P_        1450
min in group asynchronous                              reset  RF.reg_array[3][4]$_DFFE_PP0P_         750
worst min register to register     IM.instruction[2]$_DFF_P_       CU.reg_addr1[0]$_DFFE_PP_         410
worst max-delay path                                   reset                      clock gate         860
worst min-delay path               IM.instruction[2]$_DFF_P_       CU.reg_addr1[0]$_DFFE_PP_         410
worst max register to register  RF.rf_data1[0]$_SDFFCE_PN0P_              ALU.acc[6]$_DFF_P_        1450
max in group asynchronous                              reset  RF.reg_array[2][0]$_DFFE_PP1P_        2950
min in group gated                                     reset                      clock gate        5100
## per-stage QoR
stage	cells	hold WS (ps)
after floorplan	260	385.5
after global placement	373	386.1
after detailed placement	373	388.7
after CTS	389	411.7
after global routing	389	403.2
final	389	408.0
## cell usage in the layout (no fill, tap or decap), drive strengths merged, types with 10 or more instances in the layout
cell           synthesis  layout
conb                   2      12
nor2                  12      12
mux2                  40      40
a22o                  16      16
dfxtp                 18      18
a31oi                 10      10
clkbuf                 5      13
clkdlybuf4s50          0      29
ha                    10      10
dfrtp                 19      19
edfxtp                20      20
## flip-flops by register name, summed over array words and instances, names as in the netlist
signal	flops
RF.reg_array	24
ALU.acc	8
RF.rf_data1	8
IM.instruction	6
CU.alu_control	3
RF.rf_data2	8
CU.reg_addr1	2
CU.reg_addr2	2
CU.rf_ren_wen	1
## where the power goes
group | switching (mW) | total (mW) | internal (mW)
logic | 0.172 | 0.515 | 0.342
registers | 0.164 | 0.983 | 0.819
clock network | 0.206 | 0.515 | 0.308
## layout make-up
cell class / count / area (um2)
inverters: 9 / 33.78
clock inverters: 3 / 40.04
well taps: 99 / 123.9
fillers: 668 / 3665
multi-input cells: 172 / 1349
clock buffers: 13 / 168.9
flip-flops and latches: 62 / 1568
repair buffers: 31 / 305.3
## synthesized netlist by cell type (2+ instances only)
cell type,count
or2_2,2
ha_1,10
clkbuf_1,5
nor3b_1,8
inv_1,9
nor2b_1,3
xnor2_1,9
nor2_1,12
edfxtp_1,20
a21o_1,2
nand3_1,3
o21ai_0,6
and3_1,2
nand2_1,8
dfxtp_1,18
a31oi_1,10
conb_1,2
a22o_1,16
dfrtp_1,19
xor2_1,3
buf_2,4
buf_4,8
nand3b_1,3
nor3_1,7
a21oi_1,5
mux2_2,40
dfstp_2,5
mux2i_1,2
## cells by family (layout without fill, tap and decap cells)
| logic type | Yosys count | after routing | synth area share |
|---|---|---|---|
| other | 2 | 12 | 0.002494 |
| adders and majority gates | 11 | 11 | 0.04819 |
| xor gates and xnor gates | 12 | 12 | 0.03490 |
| and+or+nand+nor | 51 | 51 | 0.09015 |
| buffers and inverters | 26 | 56 | 0.04404 |
| DFF | 62 | 62 | 0.5206 |
| AOI/OAI and AO/OA | 44 | 44 | 0.1034 |
| muxes | 42 | 42 | 0.1562 |
## per-layer routing
layer / wire (um) / vias up / global-route usage
li1: - / 970 / -
met3: 207 / 8 / 0.03879
met1: 2741 / 892 / 0.2401
met2: 2514 / 32 / 0.2455
met5: 0 / - / 0
met4: 112 / 0 / 0.02933
Power and IR drop assume default switching activity.
